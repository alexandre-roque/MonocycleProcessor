File: flow/design.v
module Controle (opcode,reset,EscPC, FonteReg, Jump, EscreverMemoria, 
									LerMemoria, ULAOp, ULAFonte, BEQ, RegWrite);
input[2:0] opcode;
input reset;
output reg[2:0] ULAOp;
output reg EscPC, FonteReg, Jump, EscreverMemoria, LerMemoria, ULAFonte, BEQ, RegWrite; 
	always @(*)
	begin
		case(opcode)
		3'b000:  
		begin
			EscPC 				<= 1'b1;		FonteReg 			<= 1'b0;
			Jump 					<= 1'b0;		EscreverMemoria	<= 1'b0;
			LerMemoria 			<= 1'b0;		ULAFonte				<= 1'b1;
			BEQ 					<= 1'b0;		RegWrite				<= 1'b1;
			ULAOp					<= 3'b000;		
		end
		3'b001:  
		begin
			EscPC 				<= 1'b1;		FonteReg 			<= 1'b0;
			Jump 					<= 1'b0;		EscreverMemoria	<= 1'b0;
			LerMemoria 			<= 1'b0;		ULAFonte				<= 1'b0;
			BEQ 					<= 1'b0;		RegWrite				<= 1'b1;
			ULAOp					<= 3'b001;		
		end
		3'b010:  
		begin
			EscPC 				<= 1'b1;		FonteReg 			<= 1'b0;
			Jump 					<= 1'b0;		EscreverMemoria	<= 1'b0;
			LerMemoria 			<= 1'b0;		ULAFonte				<= 1'b1;
			BEQ 					<= 1'b0;		RegWrite				<= 1'b1;
			ULAOp					<= 3'b010;		
		end
		3'b011:  
		begin
			EscPC 				<= 1'b1;		FonteReg 			<= 1'b0;
			Jump 					<= 1'b0;		EscreverMemoria	<= 1'b0;
			LerMemoria 			<= 1'b0;		ULAFonte				<= 1'b1;
			BEQ 					<= 1'b1;		RegWrite				<= 1'b0;
			ULAOp					<= 3'b011;		
		end
		3'b100:  
		begin
			EscPC 				<= 1'b1;		FonteReg 			<= 1'b0;
			Jump 					<= 1'b1;		EscreverMemoria	<= 1'b0;
			LerMemoria 			<= 1'b0;		ULAFonte				<= 1'b1;
			BEQ 					<= 1'b0;		RegWrite				<= 1'b0;
			ULAOp					<= 3'b100;		
		end
		3'b110:  
		begin
			EscPC 				<= 1'b0;		FonteReg 			<= 1'b0;
			Jump 					<= 1'b0;		EscreverMemoria	<= 1'b0;
			LerMemoria 			<= 1'b0;		ULAFonte				<= 1'b0;
			BEQ 					<= 1'b0;		RegWrite				<= 1'b0;
			ULAOp					<= 3'b000;		
		end
		3'b101:  
		begin
			EscPC 				<= 1'b1;		FonteReg 			<= 1'b0;
			Jump 					<= 1'b0;		EscreverMemoria	<= 1'b1;
			LerMemoria 			<= 1'b0;		ULAFonte				<= 1'b0;
			BEQ 					<= 1'b0;		RegWrite				<= 1'b0;
			ULAOp					<= 3'b101;		
		end
		3'b111:  
		begin
			EscPC 				<= 1'b1;		FonteReg 			<= 1'b1;
			Jump 					<= 1'b0;		EscreverMemoria	<= 1'b0;
			LerMemoria 			<= 1'b1;		ULAFonte				<= 1'b1;
			BEQ 					<= 1'b0;		RegWrite				<= 1'b1;
			ULAOp					<= 3'b111;		
		end
	endcase
end
endmodule
File: flow/run.sh
#!/bin/bash
# OpenROAD 26Q1-2900-gdf79404cd8, Yosys 0.63+post, stock flow scripts
make -C /OpenROAD-flow-scripts/flow DESIGN_CONFIG=/design/flow/config.mk WORK_HOME=/design/flow/orfs finish
File: flow/config.mk
export PLATFORM = sky130hd
export DESIGN_NAME = Controle
export DESIGN_NICKNAME = Controle
export VERILOG_FILES = /design/flow/design.v
export SDC_FILE = /design/flow/constraint.sdc
export NUM_CORES = 4
export LEC_CHECK = 1
export CORE_AREA = 10 10 70 70
export DIE_AREA = 0 0 80 80
File: flow/constraint.sdc
current_design Controle

set clk_period 1.0
set clk_io_pct 0.2

create_clock -name clk0 -period $clk_period

set non_clock_inputs [all_inputs -no_clocks]
set_input_delay [expr $clk_period * $clk_io_pct] -clock clk0 $non_clock_inputs
set_output_delay [expr $clk_period * $clk_io_pct] -clock clk0 [all_outputs]
==> flow_summary_export.csv <==
group,metric,value,unit
run_status,status,"finished, violations left",
run_status,failed_checks,"setup timing",
yosys,yosysUniqueCellTypes,10,
sta,worstMarginPinSlew,147,ps
setup_path,arrival,950,ps
placed_design,gp_congestion,0.732,
floorplan,std_cell_rows,21,
global_route,antenna_found_initial,0,
global_route,grt_first_pass_wirelength,1280,um
final_layout,post-route-util,15.8,%
final_layout,ff_latch_area,0,um^2
floorplan,fp_util,4.54,%
sta,relSlewSlack,89.9,%
setup_path,cp_max_fo,4,
setup_path,slowest_stage,"ha_4",
sta,rsz0062_at_grt,"yes",
floorplan,core,3420,um^2
setup_path,cp-startpoint,"opcode[0]",
global_route,grt_overflow,0,
yosys,synth_chip_area,155,um^2
sta,final.setup.tns,-637,ps
job,drv_cap,0,
route,antennaDiodeCount,0,
setup_path,critPathBufInv,4,
setup_path,crit_type,"in -> out",
route,met1_length,371,um
sta,fin_crit,1150,ps
setup_path,endpoint_kind,"output pin",
route,via_per_inst,2.47,
setup_path,cp-start-kind,"primary input",
global_route,grtUsageTotal,2.40,%
power_and_ir_drop,p_leak,0.235,nW
global_route,grt_max_degree,7,
route,drtIter0Drc,2,
floorplan,io_pins,15,
setup_path,path_common_cell,"buf_8",
route,met2_length,261,um
sta,drv_slew,0,
yosys,yosysWarnings,1,
final_layout,clkbuf_count,0,
yosys,yosysCellCount,20,
sta,setup_viol,8,
floorplan,fp.dieW,80,um
sta,finalCritPeriodShare,115,%
final_layout,fillers,381,
setup_path,endpoint,"ULAFonte",
setup_path,cpPeakStageDelay,160,ps
job,warning_count,39,
yosys,syn_area,155,um^2
setup_path,crit_chain,"buf_8 -> buf_8 -> ha_4 -> buf_6 -> mux2i_1 -> buf_2",
setup_path,worst-endpoint-required,800,ps
hold_path,hp-class,"in -> out",
global_route,grt_pass1_vias,252,
setup_path,path_depth,6,
yosys,synthCells,20,
route,post-route-drc-count,0,
floorplan,die_area,6400,um^2
sta,setup_slack,-148,ps
route,wire_per_inst,9.14,um
route,dr_wl_met3,191,um
final_layout,syn2layout_area_growth,248,%
power_and_ir_drop,total_power,0.000177,W
placed_design,io_buffers,14,
sta,hold_viol,0,
sta,max_freq,0.871,GHz
clock_tree,postCtsHoldBufs,0,
route,wl,823,um
yosys,synth_area_per_cell,7.76,um^2
final_layout,post_route_cells_drive_above_1_share,81.8,%
final_layout,ff_count,0,
route,dr_total_vias,222,
route,ant_nets,0,
final_layout,stdcell_count,90,
yosys,postSynthSeqShare,0,%
route,drt_first_pass_iters,2,
route,top_layer,"met3",
power_and_ir_drop,ir_drop,0.0791,mV
setup_path,crit_family,"buffers and inverters",
power_and_ir_drop,power_density,328,nW/um^2
sta,fin_hold_ws,674,ps
placed_design,dp.cells,82,
floorplan,die_y,80,um
kinds of logic after synthesis:
group | synth area share (%)
multiplexers | 6.45
AND/OR/NAND/NOR | 25.0
buffers and inverters | 21.8
adder cells (fa/ha/maj) | 40.3
AND-OR/OR-AND | 6.45
worst min path at each step:
stage     depth (start not counted)  endpoint      start
5_1_grt                           3  ULAFonte  opcode[2]
6_report                          3  ULAFonte  opcode[2]
4_1_cts                           3  ULAFonte  opcode[2]
layout by cell type, fill, tap and decap left out, drive strengths merged:
cell type / n
and2: 3
buf: 24
clkdlybuf4s15: 1
dlygate4sd2: 2
ha: 5
inv: 2
mux2i: 1
nand2: 2
nor2b: 2
o21ai: 2
where the power goes:
group          leakage (nW)  switching [W]  internal [W]
combinational         0.235      0.0000642      0.000112
clock                     0              0             0
sequential                0              0             0
total                 0.235      0.0000642      0.000112
metal layers:
metal	vias to the layer above	GRT usage, %
li1	109	-
met1	100	3.23
met2	13	3.05
met3	0	1.93
met4	0	0
met5	-	0
cell type report:
class | count | area [um^2] | share of cell area (%)
Tap cell | 46 | 57.6 | 10.7
Timing Repair Buffer | 27 | 263 | 48.7
Inverter | 2 | 15.0 | 2.78
Multi-Input combinational cell | 15 | 204 | 37.8
timing repair:
item,4_1_cts,5_1_grt
setup buffers,7,2
endpoints found under the setup margin,11,10
gates resized,71,10
pin swaps,6,5
through the flow:
| step | setup slack [ps] | area [um^2] |
|---|---|---|
| after floorplan | 176 | 155 |
| after global placement | -881 | 364 |
| after detailed placement | -903 | 364 |
| after CTS | -148 | 483 |
| after global routing | -178 | 539 |
| final | -148 | 539 |
tightest hold or removal path, stage by stage:
cell and delay [ps]:
buf_6 80, mux2i_1 70, buf_2 120
cell usage after synthesis:
cell type	instances	area share, %
and2_1	3	12
buf_4	2	9.7
buf_6	1	7.3
ha_1	5	40
inv_1	2	4.8
mux2i_1	1	6.5
nand2_1	2	4.8
nor2b_1	2	8.1
o21ai_0	1	3.2
o21ai_1	1	3.2
Power and IR drop assume default switching activity.
